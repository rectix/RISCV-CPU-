--- flow/config.mk ---
export PLATFORM = sky130hd
export DESIGN_NAME = register_file
export DESIGN_NICKNAME = register_file
export VERILOG_FILES = /design/flow/design.v
export SDC_FILE = /design/flow/constraint.sdc
export NUM_CORES = 4
export LEC_CHECK = 1
export CORE_UTILIZATION = 40
--- flow/constraint.sdc ---
current_design register_file

set clk_period 6.8
set clk_io_pct 0.2

create_clock -name clk0 -period $clk_period [get_ports {clock_i}]

set non_clock_inputs [all_inputs -no_clocks]
set_input_delay [expr $clk_period * $clk_io_pct] -clock clk0 $non_clock_inputs
set_output_delay [expr $clk_period * $clk_io_pct] -clock clk0 [all_outputs]
--- flow/design.v ---
`timescale 1ns / 1ps
`timescale 1ns / 1ps
package cpu_core_pkg;
localparam int RSIZE  = 32 ;   
localparam int ISIZE  = 32 ;   
localparam [6:0] OP_LUI     = 7'b011_0111 ;   
localparam [6:0] OP_AUIPC   = 7'b001_0111 ;   
localparam [6:0] OP_JAL     = 7'b110_1111 ;   
localparam [6:0] OP_JALR    = 7'b110_0111 ;   
localparam [6:0] OP_BRANCH  = 7'b110_0011 ;   
localparam [6:0] OP_LOAD    = 7'b000_0011 ;   
localparam [6:0] OP_STORE   = 7'b010_0011 ;   
localparam [6:0] OP_ALU     = 7'b011_0011 ;   
localparam [6:0] OP_ALUI    = 7'b001_0011 ;   
localparam [2:0] F3_ADDX  = 3'b000 ;
localparam [2:0] F3_SUB   = 3'b000 ;
localparam [2:0] F3_SLTX  = 3'b010 ;
localparam [2:0] F3_SLTUX = 3'b011 ;
localparam [2:0] F3_XORX  = 3'b100 ;
localparam [2:0] F3_ORX   = 3'b110 ;
localparam [2:0] F3_ANDX  = 3'b111 ;
localparam [2:0] F3_SLLX  = 3'b001 ;
localparam [2:0] F3_SRXX  = 3'b101 ;
localparam [2:0] F3_JALR = 3'b000 ;
localparam [2:0] F3_BEQ  = 3'b000 ;
localparam [2:0] F3_BNE  = 3'b001 ;
localparam [2:0] F3_BLT  = 3'b100 ;
localparam [2:0] F3_BGE  = 3'b101 ;  
localparam [2:0] F3_BLTU = 3'b110 ;
localparam [2:0] F3_BGEU = 3'b111 ;
localparam [2:0] F3_LB   = 3'b000 ;
localparam [2:0] F3_LH   = 3'b001 ;
localparam [2:0] F3_LW   = 3'b010 ;
localparam [2:0] F3_LBU  = 3'b100 ;
localparam [2:0] F3_LHU  = 3'b101 ;
localparam [2:0] F3_SB   = 3'b000 ;
localparam [2:0] F3_SH   = 3'b001 ;
localparam [2:0] F3_SW   = 3'b010 ;
localparam [3:0] ALU_ADD  = 4'b0000 ;
localparam [3:0] ALU_SUB  = 4'b0001 ;
localparam [3:0] ALU_SLT  = 4'b0100 ;
localparam [3:0] ALU_SLTU = 4'b0110 ;
localparam [3:0] ALU_XOR  = 4'b1000 ;
localparam [3:0] ALU_OR   = 4'b1100 ;
localparam [3:0] ALU_AND  = 4'b1110 ;
localparam [3:0] ALU_SLL  = 4'b0010 ;
localparam [3:0] ALU_SRL  = 4'b1010 ;
localparam [3:0] ALU_SRA  = 4'b1011 ;
localparam [3:0] ALU_ILLG = 4'b1111 ;   
endpackage
`timescale 1ns / 1ps
 import cpu_core_pkg :: *;
`timescale 1ns / 1ps
module register_file(
    input logic clock_i,
    input logic du_stall_i,
    input logic du_r_enable_i,
    input logic [4:0] rs0_i,
    output logic [32-1 : 0]  rs0_rdata_o,
    input logic [4:0] rs1_i,
    output logic [32-1 : 0]  rs1_rdata_o,
    input logic wbu_w_enable_i,
    input logic [32-1 : 0] rdt_addr_i ,
    input logic [32-1 : 0]  wbu_wdata_i
    );
logic  [32-1 : 0]  reg_file[32];
logic  [32-1 : 0]  rs0_data;
logic  [32-1 : 0]  rs1_data;
always_ff @(posedge clock_i )
begin
 if( du_r_enable_i) begin
 if (~| rs0_data ) begin  rs0_data <= 32'b000_000;; end 
 else begin rs0_data <= reg_file[rs0_i];  ;end 
 end 
 end  
 always_ff @(posedge clock_i )
begin
 if( du_r_enable_i) begin
 if (~| rs1_data ) begin  rs1_data <= 32'b000_000;; end 
 else begin rs1_data <= reg_file[rs1_i];  ;end 
 end 
 end  
always_ff @(posedge clock_i )
begin
 if( wbu_w_enable_i) begin
 if (~| rdt_addr_i) begin reg_file[rdt_addr_i] <=  32'b000_000; end 
 else begin reg_file[rdt_addr_i] = wbu_wdata_i   ;end 
 end 
 end  
 assign    rs1_rdata_o = rs1_data;
 assign    rs0_rdata_o = rs0_data;
endmodule
--- flow/run.sh ---
#!/bin/bash
# OpenROAD 26Q1-2900-gdf79404cd8, Yosys 0.63+post, stock flow scripts
make -C /OpenROAD-flow-scripts/flow DESIGN_CONFIG=/design/flow/config.mk WORK_HOME=/design/flow/orfs finish
==> design notes <==
Across all layers, the routed design uses 30919 vias. After detailed routing, the number of vias per cell comes to 6.496. The tools report the proportion of power drawn by flip-flops and latches as 0.503. Of all cell types, the one taking the most synthesized area is sky130_fd_sc_hd__edfxtp_1.

Synthesis warning total: 1. The script computed a power per unit cell area of 261.7 mW/mm^2. Per the post-run analysis, buffers plus inverters along the critical path come to 3.

The most common logic cells in the final layout are sky130_fd_sc_hd__edfxtp_1 (1088), sky130_fd_sc_hd__mux2i_1 (512), sky130_fd_sc_hd__a221oi_1 (277), sky130_fd_sc_hd__mux4_2 (256), sky130_fd_sc_hd__clkdlybuf4s50_1 (131). The critical path is of the in -> reg type. The worst min-delay path category was reg -> reg.

The final worst clock skew is 0.02110 ns. The count of nets left with antenna violations after detail routing is 0, and the instance count of the mapped netlist is 2882. For the worst setup path, the data required time is 7.16 ns. The largest individual stage delay along the critical path comes from the cell sky130_fd_sc_hd__o32ai_1. The floorplan step defined a die boundary enclosing 0.1278 sq mm. The report lists the cells along the critical path as buf_6, buf_4, buf_4, mux4_2, nand2b_1, a21oi_1, o32ai_1.

The total power consumption of the routed design is 0.01513 W, and the number of I/O pins is 142. Per the gpl log, the routability congestion estimate is 0.8865. Share of post-route cells with drive strength above 1: 0.2045. The first detailed-routing pass took 27 iterations. The routed length per instance was 35.73 um; the number of DRC violations after detailed routing was 0. The floorplan step set the die height to 357.4 um.

The portion of synthesized cell area occupied by the leading cell type works out to 0.6465. With the count of endpoints failing setup in the final report at 0, the post-route fraction of the period consumed by the critical path is 0.6193. Nature of the critical path endpoint: a flop.

Entering global routing, the biggest net connects 84 pins. With the number of levels in the clock H-tree at 3, the maximum vdd drop is 205.9 uV. For the area reported by Yosys stat, the log shows 0.05054 sq mm. The flow ran to the end, and the final reports show no timing, DRC or antenna violations. The run gives 17.75 nW as the leakage power. Warnings raised by the tools during the run amount to 27. The total overflow left after global routing is 0. The transition time recorded at the tightest slew-check pin is 1.013 ns. The number of cells reported by Yosys stat comes to 2882.

The number of flops mapped to enable cells by yosys was 1088. The run gives 0 ns for the final setup TNS. For reference, the top cells by area after synthesis are sky130_fd_sc_hd__edfxtp_1 (65%), sky130_fd_sc_hd__mux4_2 (11%), sky130_fd_sc_hd__mux2i_1 (10%).

In this run, CTS created clock tree buffers numbering 114. In this run, the number of DRC markers left after iteration 0 of detailed routing was 2161. The report lists the number of cells resized after CTS as 0. With the initial cell density of the core at 0.4030, the synthesized area is 0.05054 sq mm. The run gives 357.4 um for the x dimension of the die. The synthesized design contains 1088 register bits. In this run the tool buffered the top-level ports with 140 buffer cells.

The run gives 0.412 as the clock network power share. Routed wire length: 170100 um. For the floorplan core area, the log shows 0.1254 sq mm. For the arrival time of the worst setup path, the log shows 4.58 ns. TritonCTS built the clock tree. Internal power comes to 0.01165 W. The run gives 0 as the count of hold-fix buffers inserted at cts.

For the finished layout, the period the worst path requires is 4.211 ns. The initial antenna violation count came out at 10. Setup repair after global routing left no endpoint under its margin.

For the worst-case headroom to the max-slew limit, the log shows 0.3229. With the register share after synthesis at 0.6465, the proportion of power drawn by combinational gates is 0.085. The first global-routing pass estimated 238500 um of wire. Per the run report, area growth between synthesis and finish was 14.41%. With the switching power share of the total at 0.2301, the share of flip-flops with an asynchronous set or reset after synthesis is 0. In the placement report, post-DP HPWL is listed as 96940 um. The total setup buffers inserted after CTS was 0. In this build the clock could be raised as far as 237.5 MHz.

The count of standard-cell rows is 130. Looking at the worst setup and hold paths, the clock pins of their registers show a slew of 0.06 ns. Looking at the clock tree report, the maximum root-to-sink buffer count equals 3.

Per STA, the highest per-stage delay on the worst path measures 0.83 ns. The cell sitting at the root of the clock tree is a sky130_fd_sc_hd__clkbuf_16. Count of pins over their slew limit: 0. Power dissipated by switching net loads: 0.003482 W. The worst setup path is launched from an input pin.

For the number of distinct standard cells referenced by the synthesized netlist, the log shows 39. Kind of cell adding the most delay to the critical path: buffers and inverters. The logs give 33906 for the via count of the first global-routing pass and 0.2920 for the overall routing resource usage. For reference, the post-synthesis area per instance comes to 17.54 sq um.

The total number of clock tree sinks is 1088. In this design, the critical path's most frequently occurring cell is sky130_fd_sc_hd__buf_4. Among logic cells in the layout, the one with the most instances is sky130_fd_sc_hd__edfxtp_1. The number of maximum-capacitance violations was 0; the biggest fanout along the worst timing path was 39. Dominant register cell in the synthesized netlist: sky130_fd_sc_hd__edfxtp_1. Hold-check failures listed in the final report amount to 0. The run gives 0.70 ns as the latest clock arrival within the worst-skew pair.
-- power by group through the flow --
stage	Clock [W]	Sequential, W	Combinational, W
after CTS	0.00630	0.00761	0.00127
after global routing	0.00655	0.00762	0.00135
final	0.00623	0.00762	0.00128
-- final timing paths --
kind | depth (start not counted) | slack [ns] | end | startpoint
worst max register to register | 5 | 3.01 | rs0_data[22] | rs0_data[6]
worst max-delay path | 7 | 2.59 | rs1_data[19] | rs1_i[1]
worst min-delay path | 3 | 0.87 | rs1_data[14] | reg_file[26][14]
worst min register to register | 3 | 0.87 | rs1_data[14] | reg_file[26][14]
-- sequential cells by signal (all words and copies together), names as in the netlist --
| register | count |
|---|---|
| rs1_data | 32 |
| reg_file | 1024 |
| rs0_data | 32 |
-- cells in the mapped netlist, drive strengths merged, types with 5 or more instances --
| library cell | number |
|---|---|
| a211o | 13 |
| nor2 | 58 |
| nor3b | 40 |
| nand4 | 5 |
| nand3b | 5 |
| a221oi | 277 |
| a21oi | 57 |
| mux2i | 512 |
| nor4 | 21 |
| o22ai | 20 |
| o32ai | 30 |
| mux4 | 256 |
| o21a | 58 |
| nand2b | 29 |
| edfxtp | 1088 |
| and2 | 34 |
| a221o | 13 |
| buf | 104 |
| o31ai | 26 |
| nor3 | 17 |
| a22oi | 25 |
| clkbuf | 130 |
| o21ai | 17 |
| or2 | 27 |
-- layout make-up --
class / count / area, sq um
clock inverter: 69 / 737.0
tap: 1650 / 2064
multi-input combinational: 1558 / 17020
timing repair buffer: 246 / 2297
fill: 10121 / 67590
clock buffer: 142 / 3000
sequential: 1088 / 32670
antenna: 5 / 12.51
inverter: 2 / 10.01
-- tightest hold or removal path, stage by stage, from the launching register on --
cell and delay [ns]:
sky130_fd_sc_hd__edfxtp_1 0.34, sky130_fd_sc_hd__mux4_2 0.23, sky130_fd_sc_hd__o31ai_1 0.07, sky130_fd_sc_hd__o32ai_1 0.11
-- cell families after synthesis --
| group | Yosys count | share of synthesized area |
|---|---|---|
| compound gates | 540 | 0.08465 |
| mux | 768 | 0.2155 |
| simple gates | 250 | 0.03021 |
| flops | 1088 | 0.6465 |
| buf+inv | 236 | 0.02315 |
-- stage by stage --
step	std cells	hold slack, ns	util	worst slack, ns	area, sq um
6_report	4760	0.8734	0.4610	2.589	57820
5_1_grt	4758	0.9150	0.4610	2.445	57810
4_1_cts	4755	0.8722	0.4609	2.647	57800
3_5_place_dp	4544	0.8513	0.4311	1.905	54070
3_3_place_gp	4544	0.8391	0.4311	1.872	54070
2_1_floorplan	2882	0.8000	-	3.006	50540
-- routing by layer --
metal / track usage / share of wire / wire, um / up-vias
met1: 0.2916 / 0.29 / 48560 / 15154
li1: - / - / - / 12663
met4: 0.1157 / 0.052 / 8846 / 34
met3: 0.2778 / 0.22 / 36570 / 478
met5: 0.03111 / 0.0032 / 549 / -
met2: 0.4101 / 0.44 / 75530 / 2590
Power and IR drop assume default switching activity.
