==> ./design.v <==
`timescale 1ns / 1ps
`timescale 1ns / 1ps
package cpu_core_pkg;
localparam int RSIZE  = 32 ;   
localparam int ISIZE  = 32 ;   
localparam [6:0] OP_LUI     = 7'b011_0111 ;   
localparam [6:0] OP_AUIPC   = 7'b001_0111 ;   
localparam [6:0] OP_JAL     = 7'b110_1111 ;   
localparam [6:0] OP_JALR    = 7'b110_0111 ;   
localparam [6:0] OP_BRANCH  = 7'b110_0011 ;   
localparam [6:0] OP_LOAD    = 7'b000_0011 ;   
localparam [6:0] OP_STORE   = 7'b010_0011 ;   
localparam [6:0] OP_ALU     = 7'b011_0011 ;   
localparam [6:0] OP_ALUI    = 7'b001_0011 ;   
localparam [2:0] F3_ADDX  = 3'b000 ;
localparam [2:0] F3_SUB   = 3'b000 ;
localparam [2:0] F3_SLTX  = 3'b010 ;
localparam [2:0] F3_SLTUX = 3'b011 ;
localparam [2:0] F3_XORX  = 3'b100 ;
localparam [2:0] F3_ORX   = 3'b110 ;
localparam [2:0] F3_ANDX  = 3'b111 ;
localparam [2:0] F3_SLLX  = 3'b001 ;
localparam [2:0] F3_SRXX  = 3'b101 ;
localparam [2:0] F3_JALR = 3'b000 ;
localparam [2:0] F3_BEQ  = 3'b000 ;
localparam [2:0] F3_BNE  = 3'b001 ;
localparam [2:0] F3_BLT  = 3'b100 ;
localparam [2:0] F3_BGE  = 3'b101 ;  
localparam [2:0] F3_BLTU = 3'b110 ;
localparam [2:0] F3_BGEU = 3'b111 ;
localparam [2:0] F3_LB   = 3'b000 ;
localparam [2:0] F3_LH   = 3'b001 ;
localparam [2:0] F3_LW   = 3'b010 ;
localparam [2:0] F3_LBU  = 3'b100 ;
localparam [2:0] F3_LHU  = 3'b101 ;
localparam [2:0] F3_SB   = 3'b000 ;
localparam [2:0] F3_SH   = 3'b001 ;
localparam [2:0] F3_SW   = 3'b010 ;
localparam [3:0] ALU_ADD  = 4'b0000 ;
localparam [3:0] ALU_SUB  = 4'b0001 ;
localparam [3:0] ALU_SLT  = 4'b0100 ;
localparam [3:0] ALU_SLTU = 4'b0110 ;
localparam [3:0] ALU_XOR  = 4'b1000 ;
localparam [3:0] ALU_OR   = 4'b1100 ;
localparam [3:0] ALU_AND  = 4'b1110 ;
localparam [3:0] ALU_SLL  = 4'b0010 ;
localparam [3:0] ALU_SRL  = 4'b1010 ;
localparam [3:0] ALU_SRA  = 4'b1011 ;
localparam [3:0] ALU_ILLG = 4'b1111 ;   
endpackage
`timescale 1ns / 1ps
 import cpu_core_pkg :: *;
`timescale 1ns / 1ps
module decode_unit #(parameter  PC_INIT = 32'h0000_0000 )(
    input logic               clock_i,
    input logic               nreset_i,
    input  logic [32:0]    fu_instruct_i,
    input  logic [32:0]    fu_pc_i,
    output logic              fu_stall_o,
    input  logic              fu_branch_taken_i,
    input  logic              fu_bubble_i,
    input  logic              xu_stall_i,
    output logic              xu_bubble_o,
    input  logic              xu_branch_flush_i,
    input  logic [32:0]    xu_branch_pc_i,
    input  logic              xu_branch_taken_o,
    output logic [32:0]    xu_instruct_o,
    output logic [32:0]    xu_pc_o,
    output logic [4:0]        xu_rs0_o,
    output logic [4:0]        xu_rs1_o,
    output logic [4:0]        xu_rdt_o,
    output logic [6:0]        xu_opcode_o,
    output logic [3:0]        xu_alu_opcode_o,
    output logic [6:0]        xu_func7_o,
    output logic [2:0]        xu_func3_o,
    output logic              xu_is_R_type_o,
    output logic              xu_is_I_type_o,
    output logic              xu_is_S_type_o,
    output logic              xu_is_B_type_o,
    output logic              xu_is_U_type_o,
    output logic              xu_is_J_type_o,
    output logic [11:0]       xu_immI_o,
    output logic [11:0]       xu_immB_o,
    output logic [11:0]       xu_immS_o,
    output logic [19:0]       xu_immU_o,
    output logic [19:0]       xu_immJ_o,
    output logic [4:0]        rf_rs0_o,
    output logic [4:0]        rf_rs1_o,
    output logic              rf_read_en_o
);
  logic   [6:0]      du_opcode ;
  logic   [3:0]      alu_opcode ;
  logic              is_alui_op ;
  logic              is_slli_srli_srai_op;
  logic  [32:0]   du_instruct;
  logic  [32:0]   du_pc;
  logic              du_branch_taken;
  logic              du_stall;
  logic              du_bubble;
  logic   [4:0]      rd , rs0, rs1;
  logic [2:0]       func3 ;  
  logic [6:0]       func7 ; 
  logic [6:0]       fu_opcode; 
  logic [5:0]       instruct_type;   
  logic [4:0]       rf_rs0;
  logic [4:0]       rf_rs1;
  logic             is_r_type;
  logic             is_i_type;
  logic             is_s_type;
  logic             is_b_type;
  logic             is_u_type;
  logic             is_j_type;
  always_ff @(posedge clock_i or negedge nreset_i  )
  begin
  if(!nreset_i) begin
  instruct_type  <= 6'b000000;
  end else begin
  if(!stall)  begin
  case(fu_opcode) 
  OP_ALU    : instruct_type <= 6'b100000; 
  OP_LOAD,
  OP_JALR, 
  OP_ALUI   : instruct_type <= 6'b010000;
  OP_STORE  : instruct_type <= 6'b001000;
  OP_BRANCH : instruct_type <= 6'b000100;
  OP_LUI,
  OP_AUIPC: instruct_type   <= 6'b000010;
  OP_JAL: instruct_type      <= 6'b000001;
  default : instruct_type    <= 6'b000000;
  endcase
  end
  end  
  end  
  always_ff @(posedge clock_i or negedge nreset_i  )
  begin
  if        (!nreset_i)              begin   du_pc  <= 32'h0000_0000;      end 
  else if   (xu_branch_flush_i)      begin   du_pc <= xu_branch_pc_i; end
  else if   (!du_stall)              begin   du_pc <= fu_pc_i;        end
end  
always_ff @(posedge clock_i or negedge nreset_i  )
  begin
  if        (!nreset_i)         begin   du_instruct  <= 32'h0000_0000;   end 
  else if   (xu_branch_flush_i) begin   du_instruct  <= 32'h0000_0000;   end
  else if   (!du_stall)         begin   du_instruct  <=  fu_instruct_i;  end
end  
always_ff @(posedge clock_i or negedge nreset_i  )
  begin
  if       (!nreset_i)         begin   du_bubble  <= 1'b1; end
  else if  (xu_branch_flush_i) begin   du_bubble  <= 1'b1;   end
  else if  (!du_stall)         begin   du_bubble <=  fu_bubble_i;  end
end  
always_ff @(posedge clock_i or negedge nreset_i  )
  begin
  if       (!nreset_i)         begin   du_branch_taken  <= 1'b0; end
  else if  (fu_branch_taken_i) begin   du_branch_taken  <= 1'b1;   end
  end  
always_comb
begin
if(is_r_type)        begin  alu_opcode <= {func3 , func7[5]}  ;                                      end 
else if (is_alui_op) begin  alu_opcode <= is_slli_srli_srai_op ? {func3 , func7[5]}:{func3 , 1'b0} ; end 
if(is_u_type)        begin  alu_opcode <= ALU_ADD  ;                                                 end 
else                 begin  alu_opcode <= ALU_ILLG;                                                  end 
end   
assign xu_immI_o = {du_instruct[31:20]};
assign xu_immS_o = {du_instruct[31:25], du_instruct[11:7]};
assign xu_immB_o = {du_instruct[31],du_instruct[7], du_instruct[30:25], du_instruct[11:8]};
assign xu_immU_o = {du_instruct[31:12]};
assign xu_immJ_o = {du_instruct[31], du_instruct[19:12], du_instruct[20], du_instruct[30:21]};
assign stall = xu_stall_i;
assign du_stall = stall & ~fu_bubble_i;
assign fu_stall_o  = du_stall;
 assign fu_opcode   = fu_instruct_i[6:0];
 assign du_opcode   = du_instruct[6:0]   ; 
 assign func3       = du_instruct[14:12]   ;
 assign func7       = du_instruct[31:25]   ;
 assign rs1         = du_instruct[24:20]; 
 assign rs0         = du_instruct[19:15]; 
 assign rd          = du_instruct[11:7]; 
 assign is_r_type  = instruct_type[5];
 assign is_i_type  = instruct_type[4];
 assign is_s_type  = instruct_type[3];
 assign is_b_type  = instruct_type[2];
 assign is_u_type  = instruct_type[1];
 assign is_j_type  = instruct_type[0];
 assign  is_alui_op = (du_opcode ==OP_ALUI);
 assign  is_slli_srli_srai_op   = (func3 == F3_SLLX || func3 == F3_SRXX);
 assign    xu_instruct_o=   du_instruct      ;
 assign     xu_pc_o=        du_pc      ;
assign    xu_rs0_o=         rs0      ;
assign    xu_rs1_o=         rs1     ;
assign    xu_rdt_o=         rd     ;
assign    xu_opcode_o=      du_opcode  ;
assign    xu_alu_opcode_o=  alu_opcode ;
assign    xu_func7_o=       func7    ;
assign    xu_func3_o=       func3    ;
assign    xu_is_R_type_o=   is_r_type     ;
assign    xu_is_I_type_o=   is_i_type     ;
assign    xu_is_S_type_o=   is_s_type     ;
assign    xu_is_B_type_o=   is_b_type     ;
assign    xu_is_U_type_o=   is_u_type     ;
assign    xu_is_J_type_o=   is_u_type     ; 
assign    xu_branch_taken_o = du_branch_taken;    
endmodule
==> ./run.sh <==
#!/bin/bash
# OpenROAD 26Q1-2900-gdf79404cd8, Yosys 0.63+post, stock flow scripts
make -C /OpenROAD-flow-scripts/flow DESIGN_CONFIG=/design/flow/config.mk WORK_HOME=/design/flow/orfs finish
==> ./config.mk <==
export PLATFORM = sky130hd
export DESIGN_NAME = decode_unit
export DESIGN_NICKNAME = decode_unit
export VERILOG_FILES = /design/flow/design.v
export SDC_FILE = /design/flow/constraint.sdc
export NUM_CORES = 4
export LEC_CHECK = 1
export CORE_AREA = 10 10 178 178
export DIE_AREA = 0 0 188 188
==> ./constraint.sdc <==
current_design decode_unit

set clk_period 1.0
set clk_io_pct 0.2

create_clock -name clk0 -period $clk_period [get_ports {clock_i}]

set non_clock_inputs [all_inputs -no_clocks]
set_input_delay [expr $clk_period * $clk_io_pct] -clock clk0 $non_clock_inputs
set_output_delay [expr $clk_period * $clk_io_pct] -clock clk0 [all_outputs]
==> results.yml <==
# implementation run metrics
outcome:
  outcome: "finished, violations left"
  violations: "negative setup slack"
route:
  totalWireLength_um: 16500
  drc: 0
  drtPass1Iterations: 4
  viasPerCell: 3.44
  num_vias: 3778
  ant_nets: 0
  wl_per_cell_um: 15.0
  drtIter0Drc: 91
timing:
  worst_pin_slew_ns: 0.782
  finalCritPeriodShare: 1.22
  finalSetupViolations: 184
  fmax_ghz: 0.823
  hold_viol: 0
  rsz0062_at_grt: "yes"
  fin_ws_ns: -0.216
  maxSlewHeadroom: 0.479
  period_needed_ns: 1.22
  finClkSkew_ns: 0
  drv_slew: 0
  fin_hold_ws_ns: 0.101
placed_design:
  dp_hpwl_um: 12000
  dp.cells: 999
  port_buffers: 288
  gp_congestion: 0.743
yosys:
  synth_stat.cells: 437
  avgSynthCellArea_um2: 9.31
  yosys-stat-area_mm2: 0.00407
  synthTopCellsByArea: "dfrtp_1, buf_4, nand2_1, mux2i_1, a21oi_1"
  synth-edff-count: 0
  ys_seq_share: 0.437
  top_cell: "buf_4"
  netlist_instances: 437
  yosys_warnings: 14
  synth.top_cell.area_share: 0.437
  synth.distinct_cells: 25
  ys_ff: 71
  synth-main-ff-cell: "dfrtp_1"
  synthesis.area_mm2: 0.00407
  yosys.area.top_type: "dfrtp_1"
  top_cells_by_count: "buf_4, nand2_1, dfrtp_1"
  synthArstFlopShare: 1.00
worst_setup_path:
  reg2reg_depth: 4
  rr_endpoint: "du_pc[1]$_DFFE_PN0P_"
  cp.required_ns: 0.80
  crit_top_cell: "buf_6"
  crit_path_start_kind: "flop"
  worstReg2RegStart: "du_pc[1]$_DFFE_PN0P_"
  critPathCaptureType: "output pin"
  crit_path_top_delay_cell: "dfrtp_2"
  rrSetupSlack_ns: 0.05
  arrival_ns: 1.02
  crit_start: "du_instruct[12]$_DFFE_PN0P_"
  worstPathCellList: "buf_6 > buf_6"
  path_class: "flop to output pin"
  critPathMaxStageDelay_ns: 0.45
  path_max_fanout: 4
pwr:
  seqPwrFrac: 0.348
  ir_drop_uv: 679
  combPwrFrac: 0.240
  switching_share: 0.230
  intPower_w: 0.00715
  p_per_area_mw_per_mm2: 1210
  cellLeakagePower_nw: 3.67
  switchingPower_w: 0.00213
  pwr-share-clk: 0.412
worst_hold_path:
  hold_path.class: "input port to asynchronous set/reset pin"
layout:
  area_delta_synth_final_pct: 87.9
  fill_cells: 2947
  fin_cells: 1098
  layout-drive-gt1-share: 0.481
global_route:
  antenna_found_initial: 1
  grt_overflow_total: 0
  grt_pass1_vias: 3965
  track_usage: 0.0877
  grt_first_pass_wirelength_um: 24600
  grt_max_degree: 60
die:
  die_area_mm2: 0.0353
  die_h_um: 188
  core_area_mm2: 0.0278
  die_x_um: 188
  io_pins: 303
  fp-row-count: 61
  initCoreUtil: 0.147
clock_tree:
  clockBufferDepth: 2
  cts_buffers: 9
  cts_tree: "built"
  cts-root-buf: "clkbuf_16"
  clk_latency_ns: 0.34
  cts_sinks: 71
  htree_levels: 3
  clk_pin_slew_ns: 0.06
flow_run:
  warning_count: 30
  cap_violations: 0
per-stage QoR:
step / area [µm²] / power [W] / setup TNS [ns] / setup WS (ns) / util
finish: 7650 / 0.00928 / -22.58 / -0.216 / 0.275
global route: 7650 / 0.00982 / -32.41 / -0.275 / 0.275
CTS: 7430 / 0.00942 / -28.58 / -0.243 / 0.268
detailed placement: 6690 / 0.00526 / -61.27 / -0.687 / 0.241
global placement: 6690 / 0.00525 / -59.62 / -0.694 / 0.241
floorplan: 4140 / 0.00398 / -2.59 / -0.0576 / -
worst max-delay path by stage:
stage,endpoint,cells past startpoint
global route,xu_alu_opcode_o[3],3
CTS,xu_immJ_o[7],2
finish,xu_instruct_o[12],2
logic make-up (layout without fill, tap and decap cells):
| family | count (synthesis) | after routing | share of synthesized area |
|---|---|---|---|
| simple gates | 111 | 111 | 0.111 |
| buf+inv | 150 | 421 | 0.278 |
| flops | 71 | 71 | 0.437 |
| compound gates | 71 | 71 | 0.0925 |
| other cells | 1 | 13 | 0.000921 |
| mux | 33 | 33 | 0.0812 |
per-layer routing:
metal | up-vias | wire length [µm] | global-route usage
li1 | 1839 | - | -
met5 | - | 0 | 0
met4 | 0 | 278 | 0.0132
met1 | 1766 | 6720 | 0.108
met2 | 160 | 8210 | 0.146
met3 | 13 | 1290 | 0.0326
power groups by stage:
stage	Sequential (W)	Clock, W	Combinational (W)
6_report	0.00323	0.00382	0.00223
4_1_cts	0.00323	0.00402	0.00217
5_1_grt	0.00326	0.00413	0.00243
critical path, delay by kind of cell, from the launching register on:
kind | cells | cell delay [ns]
buffers and inverters | 2 | 0.24
DFF | 1 | 0.45
area by class of cell:
| type | instances | area [µm²] | share of cell area |
|---|---|---|---|
| clock inverter | 3 | 90.1 | 0.0118 |
| clock buffer | 12 | 256 | 0.0335 |
| multi-input combinational | 227 | 1260 | 0.165 |
| timing repair buffer | 403 | 3750 | 0.491 |
| sequential | 71 | 1790 | 0.234 |
| inverter | 3 | 23.8 | 0.00311 |
| tap | 378 | 473 | 0.0618 |
| antenna | 1 | 2.50 | 0.000327 |
cell usage in the layout, fill, tap and decap left out, drive strengths merged, types with 2 or more instances in the layout:
cell,instances
a21oi,33
buf,298
bufinv,3
clkbuf,15
clkdlybuf4s15,3
clkdlybuf4s50,92
conb,12
dfrtp,71
dlygate4sd2,5
inv,2
mux2i,33
nand2,105
nand2b,2
o21ai,35
registers in the layout, summed over array words and instances, names as in the netlist:
signal / count
du_instruct: 33
du_pc: 33
instruct_type: 5
timing repair:
action                                  4_1_cts  5_1_grt
resized                                     741       22
hold endpoints to repair                     16        0
hold buffers                                  2        0
pin swaps                                     6        5
cloned                                        2        2
setup buffers                                67       18
endpoints found under the setup margin      256      256
Power figures rest on the tool's default switching activity, not on a simulated workload.
