File: /design/flow/design.v
`timescale 1ns / 1ps
`timescale 1ns / 1ps
package cpu_core_pkg;
localparam int RSIZE  = 32 ;   
localparam int ISIZE  = 32 ;   
localparam [6:0] OP_LUI     = 7'b011_0111 ;   
localparam [6:0] OP_AUIPC   = 7'b001_0111 ;   
localparam [6:0] OP_JAL     = 7'b110_1111 ;   
localparam [6:0] OP_JALR    = 7'b110_0111 ;   
localparam [6:0] OP_BRANCH  = 7'b110_0011 ;   
localparam [6:0] OP_LOAD    = 7'b000_0011 ;   
localparam [6:0] OP_STORE   = 7'b010_0011 ;   
localparam [6:0] OP_ALU     = 7'b011_0011 ;   
localparam [6:0] OP_ALUI    = 7'b001_0011 ;   
localparam [2:0] F3_ADDX  = 3'b000 ;
localparam [2:0] F3_SUB   = 3'b000 ;
localparam [2:0] F3_SLTX  = 3'b010 ;
localparam [2:0] F3_SLTUX = 3'b011 ;
localparam [2:0] F3_XORX  = 3'b100 ;
localparam [2:0] F3_ORX   = 3'b110 ;
localparam [2:0] F3_ANDX  = 3'b111 ;
localparam [2:0] F3_SLLX  = 3'b001 ;
localparam [2:0] F3_SRXX  = 3'b101 ;
localparam [2:0] F3_JALR = 3'b000 ;
localparam [2:0] F3_BEQ  = 3'b000 ;
localparam [2:0] F3_BNE  = 3'b001 ;
localparam [2:0] F3_BLT  = 3'b100 ;
localparam [2:0] F3_BGE  = 3'b101 ;  
localparam [2:0] F3_BLTU = 3'b110 ;
localparam [2:0] F3_BGEU = 3'b111 ;
localparam [2:0] F3_LB   = 3'b000 ;
localparam [2:0] F3_LH   = 3'b001 ;
localparam [2:0] F3_LW   = 3'b010 ;
localparam [2:0] F3_LBU  = 3'b100 ;
localparam [2:0] F3_LHU  = 3'b101 ;
localparam [2:0] F3_SB   = 3'b000 ;
localparam [2:0] F3_SH   = 3'b001 ;
localparam [2:0] F3_SW   = 3'b010 ;
localparam [3:0] ALU_ADD  = 4'b0000 ;
localparam [3:0] ALU_SUB  = 4'b0001 ;
localparam [3:0] ALU_SLT  = 4'b0100 ;
localparam [3:0] ALU_SLTU = 4'b0110 ;
localparam [3:0] ALU_XOR  = 4'b1000 ;
localparam [3:0] ALU_OR   = 4'b1100 ;
localparam [3:0] ALU_AND  = 4'b1110 ;
localparam [3:0] ALU_SLL  = 4'b0010 ;
localparam [3:0] ALU_SRL  = 4'b1010 ;
localparam [3:0] ALU_SRA  = 4'b1011 ;
localparam [3:0] ALU_ILLG = 4'b1111 ;   
endpackage
`timescale 1ns / 1ps
 import cpu_core_pkg :: *;
`timescale 1ns / 1ps
module fetch #(
    parameter PC_INIT = 32'h0000_0000
    )
    (
    input  logic              clock_i,
    input  logic              nreset_i,
    output logic [32-1:0]  fu_pc_o,
    output logic              fu_pc_valid_o,
    input  logic              mem_cpu_stall_i,
    output logic              mem_stall_o, 
    output logic              mem_flush_o,
    output logic              cpu_stall_i,
    input  logic              mem_pck_valid_i,
    input  logic [32:0]    mem_pck_i,          
    input  logic [32:0]    mem_pck_pc_i,  
    input  logic              du_stall_i,   
    input  logic              du_flush_i,   
    output logic              fu_branch_taken_o,
    output logic [32 -1:0] du_instruct_o,
    output logic              du_bubble_o,   
    output logic              du_pc_o,     
    input  logic              xu_branch_flush_i,
    input  logic [32-1:0]  xu_branch_pc_i  
);
logic   [32-1 : 0] instruct_buff[2];
logic   [32-1 : 0] instruct_pc[2];
logic                 instruct_valid[2];
logic                  pc_valid;
logic                  pc_out_reset;
logic   [32-1 : 0]  pc_to_mem_next;
logic   [32-1 : 0]  pc_to_mem;
logic   [32-1 : 0]  pc_inc;
logic                  branch_taken;
logic                  last_branch_taken;
logic   [32-1 : 0]  branch_pc;
logic   [32-1 : 0] BF1_instruct; 
logic   [32-1 : 0] BF1_instruct_pc;        
logic                 BF1_instruct_valid;
logic   [6:0]       opcode; 
logic   [32-1 : 0] immB, immJ; 
logic                 is_op_jal;
logic                 is_op_branch;
logic                 flush;
logic                 fu_flush;
logic                 fu_stall;
logic                 stall;
always_ff @(posedge clock_i or negedge nreset_i) begin
if(!nreset_i) begin
pc_out_reset <= 1'b1;
pc_valid     <= 1'b0;
pc_to_mem    <= 32'b0000_0000;
end else begin
 if(xu_branch_flush_i)      begin pc_to_mem <= xu_branch_pc_i;  end 
  else if(branch_taken)     begin pc_to_mem <= branch_pc ;      end 
   else if(!cpu_stall_i)    begin pc_to_mem <= pc_to_mem_next;  end 
  if(xu_branch_flush_i)      begin pc_valid <= 1'b1;  end 
   else if(branch_taken)     begin pc_valid <= 1'b1;  end 
    else if(!cpu_stall_i)    begin pc_valid <= 1'b1;  end 
  if(!cpu_stall_i)           begin pc_out_reset <= 1'b0 ;end 
end  
end  
assign pc_inc = pc_to_mem + 32'(4);
assign pc_to_mem_next = cpu_stall_i ? 32'h0000_0000 : pc_inc;
always_ff @(posedge clock_i or negedge nreset_i) begin
if(!nreset_i) begin
instruct_buff  [0]   <= 32'h0000_0000;
instruct_pc    [0]   <= 32'h0000_0000;
instruct_valid [0]   <=  1'b0;
end else begin
if(xu_branch_flush_i)           begin instruct_buff[0] <= 32'h0000_0000 ; end
else if(branch_taken & !stall)  begin instruct_buff[0] <= 32'h0000_0000 ; end
else if(!stall)                 begin instruct_buff[0] <= mem_pck_valid_i ? mem_pck_i : 32'h0000_0000 ;end 
if(xu_branch_flush_i)           begin instruct_valid[0] <= 1'b0 ; end
else if(branch_taken & !stall)  begin instruct_valid[0] <= 1'b0  ; end
else if(!stall)                 begin instruct_valid[0] <=  mem_pck_valid_i ;end 
if(xu_branch_flush_i)           begin instruct_pc[0] <= xu_branch_pc_i ; end
else if(branch_taken & !stall)  begin instruct_pc[0] <= branch_pc  ; end
else if(!stall)                 begin instruct_pc[0] <= mem_pck_valid_i ?  mem_pck_pc_i : instruct_pc[0] ;end 
end  
end   
always_ff @(posedge clock_i or negedge nreset_i) begin
if(!nreset_i) begin
instruct_buff  [1]   <= 32'h0000_0000;
instruct_pc    [1]   <= 32'h0000_0000;
instruct_valid [1]   <=  1'b0;
end else begin
if(flush)                  begin instruct_buff[1] <= 32'h0000_0000 ;      end
else if(!stall)            begin instruct_buff[1] <=  instruct_buff[0] ;  end 
if(xu_branch_flush_i)      begin instruct_pc[1] <=  xu_branch_pc_i;      end
else if(!stall)            begin instruct_pc[1] <=  instruct_pc[0] ;     end 
if(flush)                  begin instruct_valid[1] <= 1'b0;              end
else if(!stall)            begin instruct_valid[1] <= 1'b1 ;             end 
end  
end   
always_comb  begin
if(is_op_jal)          begin  branch_pc <= BF1_instruct_pc  +  immJ;      end  
else if (is_op_branch) begin  branch_pc <= BF1_instruct_pc  +  immB;      end 
else                   begin  branch_pc <= BF1_instruct_pc  + 32'(4);  end 
end  
assign BF1_instruct  = instruct_buff[0];
assign BF1_instruct_pc  = instruct_pc[0];
assign BF1_instruct_valid  = instruct_valid[0];
assign opcode = BF1_instruct[6:0];
assign immJ   = {{(32-20){BF1_instruct[31]}}, BF1_instruct[19:12], BF1_instruct[20]    , BF1_instruct[30:21] , 1'b0} ;
assign immB   = {{(32-12){BF1_instruct[31]}}, BF1_instruct[7],     BF1_instruct[30:25] , BF1_instruct[11:8]  , 1'b0} ;
assign is_op_jal    = BF1_instruct_valid & (opcode == immJ );
assign is_op_branch = BF1_instruct_valid & (opcode == immB );
assign branch_taken = is_op_jal ||  (is_op_branch  &&  immB[31]);
always_ff @(posedge clock_i or negedge nreset_i) begin
if(!nreset_i) begin
        last_branch_taken <= 1'b0;
end else begin
        last_branch_taken <= branch_taken;
end  
end  
assign fu_branch_taken_o = last_branch_taken;
assign stall = du_stall_i; 
assign fu_stall = stall & mem_pck_valid_i;  
assign mem_stall_o = fu_stall;
assign flush = du_flush_i;
assign fu_flush = flush | branch_taken;
assign mem_flush_o = fu_flush;
assign fu_pc_o = pc_to_mem; 
assign fu_pc_valid_o  = pc_valid;
assign du_pc_o        = instruct_pc[1];
assign du_bubble_o    = ~instruct_valid[1];
assign du_instruct_o  = instruct_buff[1];
endmodule
File: /design/flow/run.sh
#!/bin/bash
# OpenROAD 26Q1-2900-gdf79404cd8, Yosys 0.63+post, stock flow scripts
make -C /OpenROAD-flow-scripts/flow DESIGN_CONFIG=/design/flow/config.mk WORK_HOME=/design/flow/orfs finish
File: /design/flow/config.mk
export PLATFORM = sky130hd
export DESIGN_NAME = fetch
export DESIGN_NICKNAME = fetch
export VERILOG_FILES = /design/flow/design.v
export SDC_FILE = /design/flow/constraint.sdc
export NUM_CORES = 4
export LEC_CHECK = 1
export CORE_UTILIZATION = 40
File: /design/flow/constraint.sdc
current_design fetch

set clk_period 6.0
set clk_io_pct 0.2

create_clock -name clk0 -period $clk_period [get_ports {clock_i}]

set non_clock_inputs [all_inputs -no_clocks]
set_input_delay [expr $clk_period * $clk_io_pct] -clock clk0 $non_clock_inputs
set_output_delay [expr $clk_period * $clk_io_pct] -clock clk0 [all_outputs]
==> report_table.html <==
<h3>Run summary</h3>
<table>
<tr><th>Metric</th><th>Value</th></tr>
<tr><th colspan="2">Status</th></tr>
<tr><td>Status</td><td>completed</td></tr>
<tr><th colspan="2">Synthesis</th></tr>
<tr><td>Seq share, synth</td><td>44.3%</td></tr>
<tr><td>Max-area cell share</td><td>44.3%</td></tr>
<tr><td>Seq cells post-synth</td><td>133</td></tr>
<tr><td>Count of instantiated cells in the yosys netlist</td><td>798</td></tr>
<tr><td>Dominant flop cell</td><td>dfrtp_1</td></tr>
<tr><td>Dominant cell by count in the synthesized netlist</td><td>dfrtp_1</td></tr>
<tr><td>Area figure in the yosys stat output</td><td>7510 µm²</td></tr>
<tr><td>Number of warnings issued by yosys</td><td>5</td></tr>
<tr><td>Top post-synthesis cells by count</td><td>dfrtp_1, nand2_1, nor2_1</td></tr>
<tr><td>Number of enable flip-flop cells</td><td>0</td></tr>
<tr><td>Synthesized area per cell</td><td>9.41 µm²</td></tr>
<tr><td>Main area contributors</td><td>dfrtp_1, mux2i_1, nand2_1</td></tr>
<tr><td>Mapped cell area</td><td>7510 µm²</td></tr>
<tr><td>Number of distinct library cell variants in the gate-level netlist after synthesis</td><td>67</td></tr>
<tr><td>Synth area leader</td><td>dfrtp_1</td></tr>
<tr><td>Number of instances in the synthesized netlist</td><td>798</td></tr>
<tr><td>Proportion of synthesized flip-flops having asynchronous set or reset</td><td>100%</td></tr>
<tr><th colspan="2">Critical path</th></tr>
<tr><td>Crit path kind</td><td>reg -&gt; out</td></tr>
<tr><td>Data arrival time of the critical path</td><td>2.86 ns</td></tr>
<tr><td>Depth of the most critical reg-to-reg path</td><td>10</td></tr>
<tr><td>Logic depth of the worst path, buffers included</td><td>6</td></tr>
<tr><td>Critical Path Source Type</td><td>register</td></tr>
<tr><td>Worst EP required</td><td>4.80 ns</td></tr>
<tr><td>Kind of cell with the highest combined delay on the critical path</td><td>simple AND/OR/NAND/NOR gates</td></tr>
<tr><td>Worst path cell trace</td><td>nor4_1 &gt; nand4_1 &gt; or3_1 &gt; buf_4 &gt; nand2b_1 &gt; clkdlybuf4s50_1</td></tr>
<tr><td>Critical Path Fanout Max</td><td>35</td></tr>
<tr><td>Kind of end point of the critical path</td><td>output pin</td></tr>
<tr><td>Highest-delay cell along the critical path</td><td>dfrtp_1</td></tr>
<tr><td>Max stage delay on crit path</td><td>0.69 ns</td></tr>
<tr><td>Number of buffer and inverter instances along the worst setup path</td><td>2</td></tr>
<tr><th colspan="2">Pwr</th></tr>
<tr><td>Leakage Power</td><td>4.48 nW</td></tr>
<tr><td>Peak VDD IR</td><td>0.199 mV</td></tr>
<tr><td>Total power divided by cell area</td><td>257 nW/µm²</td></tr>
<tr><th colspan="2">Run</th></tr>
<tr><td>Max-cap check violation count</td><td>0</td></tr>
<tr><td>Number of OpenROAD warnings</td><td>28</td></tr>
<tr><th colspan="2">Global routing</th></tr>
<tr><td>Maximum number of pins on one net before global-route repair</td><td>82</td></tr>
<tr><td>Vias in the first global route</td><td>6,818</td></tr>
<tr><td>Wire length of the first global-routing pass</td><td>36,600 µm</td></tr>
<tr><td>Overall global routing resource usage</td><td>24.9%</td></tr>
<tr><td>GR Overflow Total</td><td>0</td></tr>
<tr><td>Antenna violations before repair</td><td>0</td></tr>
<tr><th colspan="2">Final layout</th></tr>
<tr><td>Proportion of layout cells with a drive suffix above 1</td><td>7.03%</td></tr>
<tr><td>Seq. cell area</td><td>3330 µm²</td></tr>
<tr><td>Number of inserted filler cells in the final layout</td><td>1,547</td></tr>
<tr><td>P&amp;R area growth vs syn</td><td>33.8%</td></tr>
<tr><td>Multi-input gate area</td><td>3960 µm²</td></tr>
<tr><th colspan="2">Place</th></tr>
<tr><td>HPWL reported at the end of detailed placement</td><td>15,800 µm</td></tr>
<tr><td>Final weighted congestion of routability-driven global placement</td><td>0.922</td></tr>
<tr><td>Count of buffers from port buffering</td><td>171</td></tr>
<tr><td>Place WS</td><td>2.15 ns</td></tr>
<tr><th colspan="2">Final timing</th></tr>
<tr><td>Clk_skew</td><td>0.0104 ns</td></tr>
<tr><td>Pin slew with the least headroom to its limit</td><td>0.829 ns</td></tr>
<tr><td>Final min period</td><td>4.06 ns</td></tr>
<tr><td>Final cycle utilization of the critical path</td><td>67.7%</td></tr>
<tr><td>Max-slew violation count</td><td>0</td></tr>
<tr><td>Maximum clock frequency</td><td>246 MHz</td></tr>
<tr><td>RSZ-0062 raised after global routing</td><td>false</td></tr>
<tr><td>Max-slew headroom</td><td>44.7%</td></tr>
<tr><td>Total Negative Setup Slacks</td><td>0 ns</td></tr>
<tr><td>Final Setup Violations</td><td>0</td></tr>
<tr><td>Final worst setup slack</td><td>1.94 ns</td></tr>
<tr><td>Fin. Hold Viols</td><td>0</td></tr>
<tr><th colspan="2">Detailed routing</th></tr>
<tr><td>Number of diodes added for antenna fixing</td><td>0</td></tr>
<tr><td>Vias per cell</td><td>5.58</td></tr>
<tr><td>First DRT Iteration DRCs</td><td>336</td></tr>
<tr><td>Remaining design rule violation count</td><td>0</td></tr>
<tr><td>Overall routed net length</td><td>22,600 µm</td></tr>
<tr><td>Via count</td><td>6,677</td></tr>
<tr><td>First drt pass iteration count</td><td>13</td></tr>
<tr><td>Routed wirelength normalized by instance count</td><td>18.9 µm</td></tr>
<tr><td>Antenna-violating nets left</td><td>0</td></tr>
<tr><th colspan="2">Floorplan</th></tr>
<tr><td>Width of the die</td><td>139 µm</td></tr>
<tr><td>Die extent in y</td><td>139 µm</td></tr>
<tr><td>Num ports</td><td>176</td></tr>
<tr><td>Area inside the core boundary</td><td>18,200 µm²</td></tr>
<tr><td>Starting density of the core</td><td>41.2%</td></tr>
<tr><td>Std cell rows</td><td>49</td></tr>
<tr><td>Total die area</td><td>19,300 µm²</td></tr>
<tr><th colspan="2">Hold path</th></tr>
<tr><td>Type of the worst min-delay path</td><td>reg -&gt; reg</td></tr>
<tr><td>Worst hold path stage count</td><td>1</td></tr>
<tr><th colspan="2">Clocking</th></tr>
<tr><td>Number of buffers inserted for hold repair after clock tree synthesis</td><td>0</td></tr>
<tr><td>Cts bufs inserted</td><td>17</td></tr>
<tr><td>Number of buffers between clock root and the deepest sink</td><td>2</td></tr>
<tr><td>H-tree levels</td><td>4</td></tr>
<tr><td>Setup Fix Bufs, Post-CTS</td><td>0</td></tr>
<tr><td>CTS tree</td><td>done</td></tr>
<tr><td>CTS root buf</td><td>clkbuf_16</td></tr>
<tr><td>CTS clock-pin slew for the worst setup and hold paths</td><td>0.06 ns</td></tr>
<tr><td>Clock net sink count</td><td>133</td></tr>
<tr><td>Insertion delay to the later sink of the worst-skew pair</td><td>0.41 ns</td></tr>
<tr><td>Cell resize tally after clock tree synthesis</td><td>0</td></tr>
</table>
[cells by family (layout without fill, tap and decap cells)]
family	Yosys count	after routing	share of synthesized area (%)
buffers and inverters	60	229	3.16
AOI/OAI and AO/OA	216	216	20.4
adders and majority gates	31	31	5.26
muxes	47	47	6.30
xor gates and xnor gates	31	31	3.61
DFF	133	133	44.3
other	1	1	0.0499
and+or+nand+nor	279	279	16.9
[cells in the final DEF, fill, tap and decap left out, drive strengths merged, types with 9 or more instances in the layout]
master         synthesis  final
nand2                104    104
a31oi                 20     20
nor3                  24     24
xor2                  12     12
clkdlybuf4s50          0    168
dfrtp                133    133
clkbuf                41     22
buf                    8     19
o31ai                  9      9
inv                   11     12
a22o                  32     32
o21ai                 46     46
mux2i                 45     45
ha                    30     30
nand3                 12     12
xnor2                 19     19
a21oi                 43     43
a21o                  18     18
nor2                  80     80
nand2b                13     13
[registers in the layout (all words and copies together), names as in the netlist]
| signal | count |
|---|---|
| instruct_buff | 64 |
| instruct_pc | 33 |
| pc_to_mem | 32 |
| instruct_valid | 2 |
| last_branch_taken | 1 |
| pc_valid | 1 |
[layout make-up]
type	count	area share, %
multi-input cells	605	39.4
flip-flops and latches	133	33.1
repair buffers	187	18.1
clock buffers	22	4.52
well taps	229	2.85
clock inverters	9	1.51
inverters	11	0.411
[per-stage QoR]
step / cells / total power (W) / hold slack (ns) / cell area [µm²] / util (%)
finish: 1196 / 0.00258 / 0.470 / 10000 / 55.2
global route: 1196 / 0.00270 / 0.501 / 10000 / 55.2
CTS: 1196 / 0.00261 / 0.481 / 10000 / 55.2
detailed placement: 1165 / 0.00152 / 0.459 / 9440 / 51.9
global placement: 1165 / 0.00151 / 0.456 / 9440 / 51.9
floorplan: 798 / 0.00129 / 0.412 / 7510 / -
[metal layers]
metal  wire [µm]  vias up  GRT usage, %
met3        1100       20          4.57
met1       10200     3277          36.4
met2       11000      186          40.4
met4         322        0          4.04
li1            -     3194             -
met5           0        -             0
[path summary, 6_finish.rpt]
path	start	slack, ns	to
hold reg to reg	pc_valid	0.47	pc_valid
setup reg to reg	instruct_buff[0][31]	2.59	instruct_pc[0][14]
hold / removal	pc_valid	0.47	pc_valid
min in group asynchronous	nreset_i	0.83	instruct_buff[0][11]
setup / recovery	instruct_buff[0][31]	1.94	mem_flush_o
max in group asynchronous	nreset_i	3.92	instruct_buff[0][16]
[where the power goes]
part	switching (W)	internal [W]
clock	0.000374	0.000704
sequential	0.0000481	0.000958
combinational	0.000254	0.000246
Power and IR drop assume default switching activity.
